### ./run.sh
#!/bin/bash
# OpenROAD 26Q1-2900-gdf79404cd8, Yosys 0.63+post, stock flow scripts
make -C /OpenROAD-flow-scripts/flow DESIGN_CONFIG=/design/flow/config.mk WORK_HOME=/design/flow/orfs finish
### ./config.mk
export PLATFORM = sky130hd
export DESIGN_NAME = top_spi
export DESIGN_NICKNAME = top_spi
export VERILOG_FILES = /design/flow/design.v
export SDC_FILE = /design/flow/constraint.sdc
export NUM_CORES = 4
export LEC_CHECK = 1
export CORE_AREA = 10 10 79 79
export DIE_AREA = 0 0 89 89
### ./constraint.sdc
current_design top_spi

set clk_period 1.6
set clk_io_pct 0.2

create_clock -name clk0 -period $clk_period [get_ports {clk}]

set non_clock_inputs [all_inputs -no_clocks]
set_input_delay [expr $clk_period * $clk_io_pct] -clock clk0 $non_clock_inputs
set_output_delay [expr $clk_period * $clk_io_pct] -clock clk0 [all_outputs]
### ./design.v
module comparator(input [3:0]val,
                  input [3:0]comp_with,
                  output comp);
  assign comp = (val == comp_with);
endmodule
module counter(input clk,
              input rstn,
              input clear,
              input incr,
              output reg [3:0] count);
  always @(posedge clk,negedge rstn)
    begin
      if(!rstn)
        count<='b0;
      else if(clear)
        count<='b0;
      else
        count<= incr? count+1'b1 :count;
    end
endmodule
module posedge_detector(input clk,
input rstn,
input sclk,
output sclk_posedge);
reg Q;
always @(posedge clk)
begin
if(!rstn)
Q<=0;
else
Q<=sclk;
end
assign sclk_posedge = sclk & (~ Q);
endmodule
module shift_reg_n #(parameter data_width=8) (input clk,
                                     input rstn,
                  		     input data_in,
                                     input shift_en,
                                     output miso);
  reg [data_width-1:0] data_out;
  always @(posedge clk,negedge rstn)
    begin
      if(!rstn)
        data_out <= 'b0;
      else
        data_out <= shift_en ? {data_in,data_out[data_width-1:1]}:data_out;
      end
      assign miso=data_out[0];
endmodule
module spi_fsm(input clk,
input rstn,
input ss,
input bit_count_eql_8,
input sclk_posedge,
output reg bit_clear,
output reg shift_en,
output reg bit_incr,
output reg transaction
);
reg [1:0] pstate,nstate;
parameter [1:0] IDLE=2'b00,Transfer=2'b01,Finish=2'b10,WAIT_SS_HIGH=2'b11;
always @(posedge clk,negedge rstn)
begin
    if(!rstn)
    pstate <= IDLE;
    else
    pstate <= nstate;
end
always @(*)
    begin
    casez(pstate)
    IDLE: nstate = ss?IDLE:Transfer;
      Transfer: nstate = (bit_count_eql_8 & sclk_posedge)?Finish:Transfer;
    Finish: nstate = ss?IDLE:WAIT_SS_HIGH;
    WAIT_SS_HIGH: nstate = ss?IDLE:WAIT_SS_HIGH;
    default: nstate = 2'bxx;
    endcase
    end
always @(*)
begin
    casez(pstate)
    IDLE: begin
          bit_clear = 1;
          shift_en = 0;
          bit_incr = 0;
          transaction = 0;
          end
    Transfer: begin
          bit_clear = 0;
          shift_en = sclk_posedge;
          bit_incr = 1;
          transaction = 0;
    end
    Finish: begin
          bit_clear = 1;
          shift_en = 0;
          bit_incr = 0;
          transaction = 1;
    end
    WAIT_SS_HIGH: begin
          bit_clear = 1;
          shift_en = 0;
          bit_incr = 0;
          transaction = 0;
    end
    endcase
end
endmodule
module top_spi(input clk,
               input rstn,
               input ss,
               input sclk,
               input  mosi,
               output miso);
wire transaction;
wire [3:0] comp_with ;
assign comp_with =4'b1000; 
wire bit_incr;
wire shift_en;
wire bit_clear;    
wire [7:0] data_out;
wire sclk_posedge;
wire [3:0] count;
shift_reg_n u_shift(.clk(clk),
                  .rstn(rstn),
                  .data_in(mosi),
                  .shift_en(shift_en),
                  .miso(miso));
counter u_count(.clk(clk),
              .rstn(rstn),
              .clear(bit_clear),
              .incr(bit_incr),
              .count(count));
comparator u_comparator(.val(count),
                .comp_with(comp_with),
                .comp(bit_count_eql_8)
                );
posedge_detector u_pos_edge(.clk(clk),
                      .rstn(rstn),
                      .sclk(sclk),
                      .sclk_posedge(sclk_posedge));
spi_fsm u_spi(.clk(clk),
             .rstn(rstn),
             .ss(ss),
             .bit_count_eql_8(bit_count_eql_8),
             .sclk_posedge(sclk_posedge),
             .bit_clear(bit_clear),
             .shift_en(shift_en),
             .bit_incr(bit_incr),
             .transaction(transcation));
endmodule
==> flow_metrics.env <==
# implementation run metrics
export IMPL_run_status="completed"
export IMPL_sw_frac_of_total_pct=27.0
export IMPL_p_sw_w=0.000370
export IMPL_clock_fmax_ghz=0.714
export IMPL_rsz0062_at_grt="no"
export IMPL_ys_warn_count=6
export IMPL_dp_hpwl_um=827
export IMPL_layout_top_cell="dfrtp_1"
export IMPL_drtIter0Drc=12
export IMPL_layout_min_cycle_time_ps=1400
export IMPL_hold_buffers=0
export IMPL_wl_per_cell_um=9.58
export IMPL_final_antenna_net_count=0
export IMPL_clock_sinks=17
export IMPL_seqPwrFrac_pct=51.8
export IMPL_ios=6
export IMPL_cp_slowest_stage_delay_ps=490
export IMPL_grt_pass1_wl_mm=1.86
export IMPL_syn_inst=48
export IMPL_pwr_share_clk_pct=21.9
export IMPL_ys_flops=17
export IMPL_portBuffers=5
export IMPL_insertion_delay_ps=240
export IMPL_antenna_found_initial=0
export IMPL_finalCritPeriodShare_pct=87.6
export IMPL_slowest_stage="clkdlybuf4s50_1"
export IMPL_remaining_drc_errors=0
export IMPL_drive_above_1_share_pct=29.3
export IMPL_worst_slew_pin_slew_ps=300
export IMPL_cts_tree="done"
export IMPL_crit_path_start="u_shift.data_out[0]"
export IMPL_synthesis_area_um2=663
export IMPL_max_cap_violations=0
export IMPL_ys_types=19
export IMPL_power_leakage_nw=0.355
export IMPL_hold_path_class="in -> async"
export IMPL_crit_family="buffers and inverters"
export IMPL_critPathKind="reg -> out"
export IMPL_p_comb_share_pct=26.3
export IMPL_postCtsSetupRepairBufs=0
export IMPL_fp_dieW_um=89
export IMPL_chipArea_mm2=0.00792
export IMPL_drt_pass1_iter_count=4
export IMPL_ir_worst_vdd_v=0.000768
export IMPL_insertedDiodeCount=0
export IMPL_cp_required_ps=1280
export IMPL_path_cells="clkdlybuf4s50_1"
export IMPL_core_area_mm2=0.00466
export IMPL_fin_skew_ps=0.871
export IMPL_grt_max_degree=17
export IMPL_maxSlewViolCount=0
export IMPL_setup_viol=0
export IMPL_gp_congestion=0.747
export IMPL_grt_overflow_total=0
export IMPL_ys_seq_share_pct=63.6
export IMPL_cts_buffer_depth=2
export IMPL_area_growth_pct=25.7
export IMPL_ctsResizeCount=0
export IMPL_worst_path_buf_inv=1
export IMPL_rows=25
export IMPL_numCtsBuffers=3
export IMPL_p_per_area_mw_per_mm2=1640
export IMPL_cp_max_fo=2
export IMPL_crit_arrival_ps=1080
export IMPL_final_cell_mix="dfrtp_1, mux2_2, nor2_1, clkdlybuf4s50_1"
export IMPL_grt_total_usage_pct=2.90
export IMPL_relSlewSlack_pct=79.9
export IMPL_internal_power_w=0.00100
export IMPL_dr_total_vias=360
export IMPL_finalHoldViolCount=0
export IMPL_yosysCellCount=48
export IMPL_fp_util_pct=14.2
export IMPL_fin_area_um2=833
export IMPL_critPathLaunchType="flop"
export IMPL_r2r_start="u_spi.pstate[3]"
export IMPL_drt_vias_per_instance=3.21
export IMPL_first_global_vias=397
export IMPL_cts_clk_slew_worst_paths_ps=60
export IMPL_chipHeight_um=89
export IMPL_wirelength_mm=1.07
export IMPL_synth_chip_area_um2=663
export IMPL_syn_avg_cell_area_um2=13.8
export IMPL_cts_max_level=1
export IMPL_warnings=26
export IMPL_cts_root_buf="clkbuf_8"
export IMPL_fin_tns_setup_ps=0
export IMPL_cp_end_kind="output port"
export IMPL_place_area_um2=788
[cell usage after synthesis]
cell,number,area (um^2)
xor2_1,1,8.76
nor3_2,1,10.0
mux2_2,8,90.1
nor2_1,5,18.8
and2b_2,1,8.76
and2_2,1,7.51
and2_1,1,6.26
inv_1,3,11.3
dfstp_2,1,26.3
o21ai_0,2,10.0
xnor2_1,1,8.76
nand2_1,1,3.75
nor3b_1,1,7.51
ha_1,2,25.0
dfxtp_1,1,20.0
nand4b_1,1,8.76
nand3b_2,1,11.3
dfrtp_1,15,375
nand3_1,1,5.00
[power groups by stage]
stage	sequential, W	combinational (W)	clock (W)
6_report	0.000710	0.000360	0.000300
5_1_grt	0.000731	0.000408	0.000340
4_1_cts	0.000712	0.000368	0.000312
[layout make-up]
cell class / instances / area, um^2
Tap cell: 54 / 67.6
Multi-Input combinational cell: 28 / 230
Timing Repair Buffer: 6 / 57.6
Sequential cell: 17 / 422
Inverter: 3 / 11.3
Fill cell: 480 / 3830
Clock buffer: 4 / 45.0
[sequential cells by signal, indices dropped and copies added, names as in the netlist]
| name | flops |
|---|---|
| u_pos_edge.Q | 1 |
| u_count.count | 4 |
| u_shift.data_out | 8 |
| u_spi.pstate | 4 |
[kinds of logic (layout without fill, tap and decap cells)]
kind of cell | Yosys count | after routing | synth area share, %
buffers and inverters | 3 | 13 | 1.70
flip-flops | 17 | 17 | 63.6
multiplexers | 8 | 8 | 13.6
AND/OR/NAND/NOR | 14 | 14 | 13.2
XOR/XNOR | 2 | 2 | 2.64
AND-OR/OR-AND | 2 | 2 | 1.51
adder cells (fa/ha/maj) | 2 | 2 | 3.77
[metrics by stage]
stage	setup slack, ps	utilization (%)	hold WS [ps]	total power (W)	cells
after floorplan	404	-	24.4	0.000951	48
after global placement	138	16.9	466	0.00104	108
after detailed placement	103	16.9	476	0.00108	108
after CTS	178	17.9	483	0.00139	112
after global routing	96.2	17.9	491	0.00148	112
final	199	17.9	453	0.00137	112
[per-layer routing]
metal,up-vias,track usage (%),part of all wire [%]
met5,-,0,0
met4,0,0.723,0.93
met3,2,0.735,4.0
met2,6,3.79,41
met1,173,4.57,54
li1,179,-,-
[final timing paths]
check | endpoint | slack (ps) | depth (start not counted)
worst max-delay path | miso | 200 | 1
worst min-delay path | u_shift.data_out[1] | 450 | 2
worst max register to register | u_shift.data_out[1] | 200 | 3
worst min register to register | u_count.count[0] | 490 | 1
max in group asynchronous | u_spi.pstate[0] | 910 | 2
min in group clk0 | u_count.count[0] | 490 | 1
Power figures rest on the tool's default switching activity, not on a simulated workload.
